## design/flow/run.sh

```bash
#!/bin/bash
# OpenROAD 26Q1-2900-gdf79404cd8, Yosys 0.63+post, stock flow scripts
make -C /OpenROAD-flow-scripts/flow DESIGN_CONFIG=/design/flow/config.mk WORK_HOME=/design/flow/orfs finish
```

## design/flow/config.mk

```make
export PLATFORM = sky130hd
export DESIGN_NAME = RegisterFile
export DESIGN_NICKNAME = RegisterFile
export VERILOG_FILES = /design/flow/design.v
export SDC_FILE = /design/flow/constraint.sdc
export NUM_CORES = 4
export LEC_CHECK = 1
export CORE_UTILIZATION = 30
```

## design/flow/constraint.sdc

```tcl
current_design RegisterFile

set clk_period 3.9
set clk_io_pct 0.2

create_clock -name clk0 -period $clk_period [get_ports {Clock}]

set non_clock_inputs [all_inputs -no_clocks]
set_input_delay [expr $clk_period * $clk_io_pct] -clock clk0 $non_clock_inputs
set_output_delay [expr $clk_period * $clk_io_pct] -clock clk0 [all_outputs]
```

## design/flow/design.v

```verilog
`timescale 1ns / 1ps
module RegisterFile(
input wire[3:0] RS,
input wire[3:0] RT,
input wire[3:0] RD,
input wire[23:0] WriteData,
input wire RegWrite,
input wire Clock,
output wire[23:0] ReadRS,
output wire[23:0] ReadRT
    );
reg[23:0] Registers[15:0];
integer i;
initial 
begin
for(i=0;i<16;i=i+1)
   Registers[i] <= 24'd0; 
end
always @(posedge Clock)
begin
    if(RegWrite) 
        begin
Registers[RD] <= WriteData;
        end
end
assign ReadRS = Registers[RS];
assign ReadRT = Registers[RT];
endmodule
```

==> notes.md <==
Notes on the flow run.

- Together, buffers and inverters on the worst path number 3.
- Leaving out fill and tap cells, the most frequent cells in the layout are edfxtp_1, mux4_2, a22oi_1.
- The detailed router finished its first iteration with between 500 and 600 violations.
- The total of max-cap violations is 0, for reference.
- Grouping stages by cell kind, the critical path spends the most delay in buffers and inverters.
- After layout, the worst path uses about nine tenths of the clock period.
- The final max-slew violation count is 0, for reference.
- The via density per instance is about 5.4, for reference.
- TritonCTS built the clock tree.
- Averaged over all synthesized cells, the footprint is between 20 and 25 um^2.
- For this run, the final setup violation count is recorded as 0.
- The start-to-end type of the worst setup path is primary input to primary output, for reference.
- The filler-free cell count of the finished design is around 1700, for reference.
- The root buffer cell is clkbuf_16, for reference.
- Buffers added to address setup during post-CTS repair amount to 0.
- The number of global-route vias before repair is approximately 10000, for reference.
- The register with the most flip-flops in the final layout is Registers.
- The largest registers in the layout are Registers: 384 flops.
- In the Yosys report the total cell count is roughly 820.
- Global routing used around 17% of the available tracks across all layers.
- The number of cells on the critical path is 6, for reference.
- The count of port buffers added during placement is 85, for reference.
- For the worst setup path, the data required time is roughly 3.1 ns.
- Per Yosys stat, the portion of area used by sequential elements is 66.8%.
- The top cell type by area accounts for ~67% of the synthesized area.
- The wire length recorded after detailed routing is approximately 45 mm.
- The top-level I/O count is about 86, for reference.
- The maximum fanout encountered on the critical timing path is 24, for reference.
- For the final routed database, the setup TNS stands at 0 ns.
- The highest clock frequency the design can meet is roughly 0.28 GHz, for reference.
- The launch point of the critical path was reported as RT[3].
- The post-cts hold-fix buffer tally is 0, for reference.
- The layout has between 5000 and 6000 filler cells.
- The routability-driven placement congestion ratio is approximately 0.77, for reference.
- In the final report, the number of hold violations comes to 0.
- The most common cell after layout, fill and taps aside is edfxtp_1, for reference.
- The combinational gate area is roughly 0.0055 mm^2, for reference.
- The slowest stage of the critical path is the clkdlybuf4s50_1 cell.
- Per the summary, power density relative to cell area is between 400 and 500 mW/mm^2.
- The number of antenna diodes in the final layout is 0.
- The cell row count is between 80 and 90, for reference.
- Counting instances, the worst hold path has a depth of 1.
- Looking at the clock tree report, the H-tree level count equals 2.
- The actual transition at the worst max-transition pin is ~0.61 ns, for reference.
- The critical path's most frequent cell is clkdlybuf4s50_1, for reference.
- The end of the critical path is ReadRT[13], for reference.
- Clock-pin slew was measured on the worst setup and hold paths at 0.06 ns.
- Synthesis produced a netlist whose cell count is around 800.
- The area of the mapped netlist is about 0.017 mm^2, for reference.
- The region available for standard cell placement spans between 0.05 and 0.06 mm^2.
- The worst setup path is captured at a primary output.
- The critical path startpoint category is a primary input, for reference.
- The arrival time of data at the worst endpoint is listed as ~2.7 ns.
- The leakage power figure is 6.37 nW, for reference.
- The number of warnings the tools reported is 25, for reference.
- The flow ran to the end, and the final reports show no timing, DRC or antenna violations.
- The time the worst path needs with I/O delays and setup is between 3 and 4 ns, for reference.
- Counting every sink on the clock net gives between 300 and 400.
- In the final layout, the share of cells above drive strength 1 is about a third.
- The area occupied by registers is roughly 0.012 mm^2, for reference.
- The synthesized netlist has a Yosys-reported chip area of around 0.017 mm^2.
- The initial antenna violation count is 2, for reference.
- The initial standard-cell utilization of the core is a little under a third, for reference.
- For this run, the slowest stage of the critical path takes ~0.66 ns.
- Counting tap cells, the placed design contains a total of 1631 instances.
- Setup repair after global routing left no endpoint under its margin.
- Synthesis inferred approximately 380 register bits.
- The area growth from synthesis to layout is 19.7%, for reference.
- Looking at area per cell type in the netlist, the leader is edfxtp_1.
- In the final routed layout, each cell accounts on average for 26.2 um.
- The maximum vdd ir drop is ~0.27 mV, for reference.
- The worst-case max-slew headroom was logged as 59.3%.
- The tally of unique sky130hd cells used after synthesis is 15, for reference.
- The cell sequence reported for the critical path is clkdlybuf4s50_1, nor2b_4, buf_12, a22oi_1, nand2_1, clkdlybuf4s50_1.
- The total clock buffers created by CTS is 42, for reference.
- Summed over all nets, the half-perimeter wirelength after detailed placement is roughly 24 mm.
- The register with the most flip-flops in the layout has between 300 and 400 of them.
- The overall die height is 242 um, for reference.
- Gates resized during post-CTS repair numbered 0.
- The routed layout has ~9200 vias.
- The type of the tightest min-delay check is primary input to register, for reference.
- The first global-routing pass estimated 66.0 mm of wire.
- Entering global routing, the biggest net connects 39 pins.
- The remaining routing DRC violations is 0, for reference.
- The x dimension of the die is approximately 240 um, for reference.
- The warning tally printed by Yosys for this design is 1.
- Recorded from the global router log, the overflow total was 0.
- Yosys attributes the largest share of cell area to edfxtp_1, mux4_2, a22oi_1.
- The die covers 0.0585 mm^2.
- The detailed-routing iteration count for the pre-antenna-repair pass is 6, for reference.
- The count of nets left with antenna violations once routing finished came out at 0.
- CTS reports a maximum clock tree buffer depth of 3.
kinds of logic after synthesis:
kind of cell / Yosys count / synth area share (%)
flops: 384 / 66.8
simple gates: 79 / 1.94
mux: 192 / 25.1
compound gates: 96 / 4.18
buf+inv: 66 / 2.02
worst min-delay path by stage:
| stage | from | endpoint |
|---|---|---|
| CTS | WriteData[13] | Registers[2][13] |
| finish | WriteData[17] | Registers[11][17] |
| global route | WriteData[13] | Registers[1][13] |
cell usage after synthesis:
library cell  count
a22oi_1          96
nor2b_1           4
buf_2            21
or3b_2            1
clkbuf_1         35
mux4_2          192
nor2_1           14
nand3b_1          2
nand3_1           1
buf_6            10
edfxtp_1        384
nand2b_1          2
nand2_1          49
nor3_1            4
and2_1            2
through the flow:
stage               power (mW)  hold WS, ns  utilization [%]  area (um^2)  setup WS [ns]
finish                    9.11         1.16             36.5        20700          0.381
global route              9.39         1.22             36.5        20700          0.294
CTS                       9.20         1.13             36.5        20700          0.390
detailed placement        5.61         1.72             34.3        19400          0.390
global placement          5.61         1.70             34.3        19400          0.396
floorplan                 5.18        0.879                -        17300          0.503
routing by layer:
metal / wire (um) / GRT usage [%] / up-vias
met2: 21700 / 25.4 / 546
met1: 16200 / 20.8 / 4741
met4: 963 / 3.18 / 6
met5: 115 / 1.47 / -
met3: 5550 / 9.70 / 82
li1: - / - / 3800
final cells by class:
cell class	instances	area share, %
Clock buffer	53	5.39
Clock inverter	18	0.551
Multi-Input combinational cell	367	26.7
Sequential cell	384	55.8
Tap cell	756	4.58
Timing Repair Buffer	124	6.92
where the power goes:
group          total [mW]  switching [mW]  internal, mW
registers            4.66          0.0309          4.63
clock network        3.59            1.57          2.02
logic               0.850           0.414         0.436
No activity file was given, so power comes from the tool's default toggle rates.
