[flow/run.sh]
#!/bin/bash
# OpenROAD 26Q1-2900-gdf79404cd8, Yosys 0.63+post, stock flow scripts
make -C /OpenROAD-flow-scripts/flow DESIGN_CONFIG=/design/flow/config.mk WORK_HOME=/design/flow/orfs finish
[flow/config.mk]
export PLATFORM = sky130hd
export DESIGN_NAME = SLL
export DESIGN_NICKNAME = SLL
export VERILOG_FILES = /design/flow/design.v
export SDC_FILE = /design/flow/constraint.sdc
export NUM_CORES = 4
export LEC_CHECK = 1
export CORE_UTILIZATION = 40
[flow/constraint.sdc]
current_design SLL

set clk_period 8.7
set clk_io_pct 0.2

create_clock -name clk0 -period $clk_period

set non_clock_inputs [all_inputs -no_clocks]
set_input_delay [expr $clk_period * $clk_io_pct] -clock clk0 $non_clock_inputs
set_output_delay [expr $clk_period * $clk_io_pct] -clock clk0 [all_outputs]
[flow/design.v]
`timescale 1ns / 1ps
module Mbledhesi_1b(
    input A,
    input B,
    input CIN,
    output Shuma,
    output COUT
    );
    assign Shuma = A ^ B ^ CIN;
    assign COUT = CIN & A | CIN & B | A & B;
endmodule
`timescale 1ns / 1ps
module PC_Adder(
    input [23:0] pc,
    input [23:0] pc_increment,
    input CIN,
    output [23:0] shuma,
    output COUT
    );
 wire bartja[22:0];
 Mbledhesi_1b m0(pc[0], pc_increment[0], CIN, shuma[0], bartja[0]);
 Mbledhesi_1b m1(pc[1], pc_increment[1], bartja[0], shuma[1], bartja[1]);
 Mbledhesi_1b m2(pc[2], pc_increment[2], bartja[1], shuma[2], bartja[2]);
 Mbledhesi_1b m3(pc[3], pc_increment[3], bartja[2], shuma[3], bartja[3]);
 Mbledhesi_1b m4(pc[4], pc_increment[4], bartja[3], shuma[4], bartja[4]);
 Mbledhesi_1b m5(pc[5], pc_increment[5], bartja[4], shuma[5], bartja[5]);
 Mbledhesi_1b m6(pc[6], pc_increment[6], bartja[5], shuma[6], bartja[6]);
 Mbledhesi_1b m7(pc[7], pc_increment[7], bartja[6], shuma[7], bartja[7]);
 Mbledhesi_1b m8(pc[8], pc_increment[8], bartja[7], shuma[8], bartja[8]);
 Mbledhesi_1b m9(pc[9], pc_increment[9], bartja[8], shuma[9], bartja[9]);
 Mbledhesi_1b m10(pc[10], pc_increment[10], bartja[9], shuma[10], bartja[10]);
 Mbledhesi_1b m11(pc[11], pc_increment[11], bartja[10], shuma[11], bartja[11]);
 Mbledhesi_1b m12(pc[12], pc_increment[12], bartja[11], shuma[12], bartja[12]);
 Mbledhesi_1b m13(pc[13], pc_increment[13], bartja[12], shuma[13], bartja[13]);
 Mbledhesi_1b m14(pc[14], pc_increment[14], bartja[13], shuma[14], bartja[14]);
 Mbledhesi_1b m15(pc[15], pc_increment[15], bartja[14], shuma[15], bartja[15]);
 Mbledhesi_1b m16(pc[16], pc_increment[16], bartja[15], shuma[16], bartja[16]);
 Mbledhesi_1b m17(pc[17], pc_increment[17], bartja[16], shuma[17], bartja[17]);
 Mbledhesi_1b m18(pc[18], pc_increment[18], bartja[17], shuma[18], bartja[18]);
 Mbledhesi_1b m19(pc[19], pc_increment[19], bartja[18], shuma[19], bartja[19]);
 Mbledhesi_1b m20(pc[20], pc_increment[20], bartja[19], shuma[20], bartja[20]);
 Mbledhesi_1b m21(pc[21], pc_increment[21], bartja[20], shuma[21], bartja[21]);
 Mbledhesi_1b m22(pc[22], pc_increment[22], bartja[21], shuma[22], bartja[22]);
 Mbledhesi_1b m23(pc[23], pc_increment[23], bartja[22], shuma[23], COUT);    
endmodule
module SLL(
    input [23:0] reg1,
    input [23:0] reg2,
    input [3:0] shiftAmount,
  output reg [23:0] Result
);
  wire [23:0] value_of_shift, resforsll;
  wire [23:0] extend_shamt, result;
  wire COUT1;
  assign extend_shamt = {20'b0, shiftAmount[3:0]};
  PC_Adder value_shift(reg2, extend_shamt, 1'b0, value_of_shift, COUT1);
always@* begin
        case (value_of_shift)
            24'd0:  
              Result = reg1;
            24'd1:  
              Result = {reg1[22:0], 1'd0};
            24'd2:  
              Result = {reg1[21:0], 2'd0};
            24'd3:  
              Result = {reg1[20:0], 3'd0};
            24'd4:  
              Result = {reg1[19:0], 4'd0};
            24'd5:  
              Result = {reg1[18:0], 5'd0};
            24'd6:  
              Result = {reg1[17:0], 6'd0};
            24'd7:  
              Result = {reg1[16:0], 7'd0};
            24'd8:  
              Result = {reg1[15:0], 8'd0};
            24'd9:  
              Result = {reg1[14:0], 9'd0};
            24'd10:  
             Result = {reg1[13:0], 10'd0};
              24'd11:  
             Result = {reg1[12:0], 11'd0};
            24'd12:  
            Result = {reg1[11:0], 12'd0};
             24'd13:  
            Result = {reg1[10:0], 13'd0};
             24'd14:  
            Result = {reg1[9:0], 14'd0};
             24'd15:  
            Result = {reg1[8:0], 15'd0};
             24'd16:  
            Result = {reg1[7:0], 16'd0};            
             24'd17:  
            Result = {reg1[6:0], 17'd0};  
             24'd18:  
            Result = {reg1[5:0], 18'd0};  
             24'd19:  
            Result = {reg1[4:0], 19'd0};  
             24'd20:  
            Result = {reg1[3:0], 20'd0};  
             24'd21:  
            Result = {reg1[2:0], 21'd0}; 
             24'd22:  
            Result = {reg1[1:0], 22'd0};  
             24'd23:  
            Result = {reg1[0], 23'd0};   
             default: Result = 24'b0;                                       
        endcase
    end
endmodule 
==> qor.yml <==
placed_design:
  post_placement_cell_count: 561
  detailedPlacementHpwl_um: 9601
  port_buffers: 76
  gp_congestion: 1.004
routing:
  topRoutingLayerUsed: "met4"
  final_antenna_net_count: 0
  first_iter_violations: 384
  route.detailed.vias_per_inst: 6.985
  detail_route.wirelength.met1_um: 6143
  route.met3.wl_um: 1763
  dr_wl_met2_um: 6537
  detailedRoute.firstPassIterationCount: 5
  via_count: 4093
  diodes: 0
  routed_wire_length_per_instance_um: 25.38
  detail_route.drc_violations: 0
  drt-total-wl_um: 14870
sta:
  rsz0062_at_grt: "true"
  min_period_over_period: 0.9949
  setup_tns_ns: 0
  finalHoldViolCount: 0
  fmaxAchievable_mhz: 115.5
  final.min_clock_period_ns: 8.655
  max_slew.worst_pin.slew_ns: 0.9049
  relSlewSlack: 0.3945
  final-setup-viol-count: 0
  fin_worst_hold_slack_ns: 4.262
  final-max-slew-violation-count: 0
grt:
  global_route_wire_length_before_repair_um: 22400
  grt_pass1_vias: 3827
  grt.overflow.total: 0
  grt_max_degree: 50
  antenna_violations_before_repair: 0
  grtUsageTotal: 0.3883
power:
  finalPower_mw: 0.3582
  p_leak_nw: 1.591
  clockPowerShare: 0
  intPower_mw: 0.1339
  sw_frac_of_total: 0.6261
  power.density_mw_per_mm2: 83.28
  comb_power_share: 1.000
  power.net_switching_mw: 0.2243
  max_rail_drop_vdd_uv: 46.99
  p_seq_frac: 0
outcome:
  outcome: "finished clean"
logic_synthesis:
  syn_inst: 425
  proportion_of_synthesized_chip_area_in_sequential_cells: 0
  ys_cells: 425
  syn_area_per_cell_um2: 7.071
  yosys.stat.chipArea_mm2: 0.003005
  netlist_area_mm2: 0.003005
  number_of_unique_standard_cell_types_used_by_synthesis: 75
  number_of_synthesis_warnings: 2
setup_path:
  cp-start-kind: "primary input"
  critPathMaxStageDelay_ns: 0.24
  master_of_the_slowest_instance_on_the_critical_path: "sky130_fd_sc_hd__nor2_4"
  setup.worst_path.end_class: "output pin"
  cp_data_required_time_ns: 6.96
  worst_path_dominant_cell_family: "adder cells"
  crit_fanout: 5
  timing.critical_path.mode_cell: "sky130_fd_sc_hd__ha_4"
  critical_path_class: "primary input to output pin"
  cp_num_buf_inv: 7
  data_arrival_time_of_the_critical_path_ns: 6.92
floorplan:
  fp-row-count: 31
  ioPinCount: 76
  die_h_um: 88.68
  fp.dieW_um: 88.68
  core_area_mm2: 0.007253
  floorplan_stage_core_utilization: 0.4144
  chip_area_mm2: 0.007864
job:
  stage_log_warnings: 34
  timing.max_cap.violations: 0
cells_and_area:
  most_frequently_placed_logic_cell_in_the_final_layout: "sky130_fd_sc_hd__clkdlybuf4s50_1"
  register_area_um2: 0
  final_core_utilization: 0.5931
  flow.area_growth_from_synthesis_pct: 43.13
  sequential_cell_total: 0
  finish.cell_count_without_fillers: 586
  final_cell_mix: "sky130_fd_sc_hd__clkdlybuf4s50_1, sky130_fd_sc_hd__nand2_1, sky130_fd_sc_hd__a22oi_1"
  fraction_of_layout_cells_with_a_size_suffix_above_1: 0.2854
  final.clkbuf_count: 0
min_path:
  min-delay-path-class: "primary input to output pin"
-- area by class of cell --
cell class	count	area (um2)
Timing Repair Buffer	118	1046
Tap cell	99	123.9
Inverter	13	48.80
Multi-Input combinational cell	356	3083
Fill cell	636	2952
-- synthesized netlist by cell type, drive strengths merged, types with 3 or more instances --
cell type  count  area, um2
a211oi         9      67.56
a21oi         17      85.08
a221oi         7      61.31
a222oi         4      40.04
a22o           8      70.07
a22oi         25      187.7
a2bb2oi        4      35.03
a31oi         13      81.33
a32o           4      40.04
a32oi          6      52.55
and2           4      25.02
and3           6      37.54
and3b          3      26.28
and4b          4      40.04
buf           37      230.2
clkbuf        20      76.32
fa             3      60.06
ha            20      250.2
inv           13      48.79
mux2          17      195.2
mux2i         15      153.9
nand2         38      145.1
nand2b         6      37.54
nand3         15      75.07
nand3b         5      37.54
nand4          4      25.02
nor2          19      78.82
nor2b          9      56.30
nor3           8      45.04
nor3b          4      30.03
nor4           7      58.81
o2111ai        3      26.28
o211ai         4      30.03
o21ai         16      80.08
o22ai          8      50.05
o31a           3      26.28
o32ai          3      26.28
or3            3      18.77
-- metal layers --
metal  vias up  track usage
li1       1803            -
met1      1919       0.5494
met2       320       0.5755
met3        51      0.08704
met4         0       0.1510
met5         -            0
-- final timing paths --
check / cells after the start / end / from / slack [ns]
worst max-delay path: 34 / Result[16] / reg2[0] / 0.04
worst min-delay path: 5 / Result[19] / shiftAmount[0] / 4.26
-- power by group through the flow --
stage	clock network [mW]	registers [mW]	logic, mW
finish	0	0	0.358
CTS	0	0	0.339
global route	0	0	0.377
-- per-stage QoR --
stage / worst slack (ns) / instance area (um2)
2_1_floorplan: 0.1439 / 3005
3_3_place_gp: -1.017 / 3726
3_5_place_dp: -1.085 / 3726
4_1_cts: -0.01728 / 4254
5_1_grt: -0.1162 / 4302
6_report: 0.04468 / 4302
-- kinds of logic after synthesis --
| family | Yosys count | synth area share |
|---|---|---|
| buffers and inverters | 70 | 0.1182 |
| AOI/OAI and AO/OA | 151 | 0.3685 |
| adders and majority gates | 23 | 0.1032 |
| muxes | 33 | 0.1236 |
| xor gates and xnor gates | 1 | 0.002915 |
| and+or+nand+nor | 147 | 0.2835 |
-- timing repair --
item                                    CTS  global route
hold buffers                              0             0
endpoints found under the setup margin   24            24
cloned                                    1             0
buffers inserted                         24             1
gates resized                           135            39
pin swaps                                38            26
Power and IR drop assume default switching activity.
