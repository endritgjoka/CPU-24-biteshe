==> flow/design.v <==
`timescale 1ns / 1ps
module MulRegFile(
input wire[47:0] WriteData,
input wire Clock,
input MulRegWrite,
output wire[47:0] ReadRata
);
reg[47:0] Register;
initial 
begin
   Register <= 48'd0; 
end
always @(posedge Clock)
begin
Register <= WriteData;
end
assign ReadRata = Register;
endmodule
==> flow/run.sh <==
#!/bin/bash
# OpenROAD 26Q1-2900-gdf79404cd8, Yosys 0.63+post, stock flow scripts
make -C /OpenROAD-flow-scripts/flow DESIGN_CONFIG=/design/flow/config.mk WORK_HOME=/design/flow/orfs finish
==> flow/config.mk <==
export PLATFORM = sky130hd
export DESIGN_NAME = MulRegFile
export DESIGN_NICKNAME = MulRegFile
export VERILOG_FILES = /design/flow/design.v
export SDC_FILE = /design/flow/constraint.sdc
export NUM_CORES = 4
export LEC_CHECK = 1
export CORE_AREA = 10 10 109 109
export DIE_AREA = 0 0 119 119
==> flow/constraint.sdc <==
current_design MulRegFile

set clk_period 1.0
set clk_io_pct 0.2

create_clock -name clk0 -period $clk_period [get_ports {Clock}]

set non_clock_inputs [all_inputs -no_clocks]
set_input_delay [expr $clk_period * $clk_io_pct] -clock clk0 $non_clock_inputs
set_output_delay [expr $clk_period * $clk_io_pct] -clock clk0 [all_outputs]
==> impl_metrics.csv <==
group,metric,value,unit
timing,tightest_slew,0.0895,ns
critical_path,crit_chain,"buf_2",
critical_path,worst-path-buf-inv,1,
routing,drc,0,
flow_run,warnings,26,
global_route,track_usage,4.60,%
place,gp_congestion,0.636,
global_route,grt_start_max_net_pins,16,
routing,drtIter0Drc,11,
clock_tree,clk_pin_slew_worst_paths,0.09,ns
routing,drtAntennaViolNets,0,
critical_path,cp_num_cells,1,
clock_tree,htreeDepth,2,
yosys,ys_types,1,
floorplanning,rows,36,
global_route,grt_pass1_vias,817,
cells_and_area,largest_register_ff_count,48,
cells_and_area,final_cell_area,0.00198,sq mm
timing,max_clock_freq,1080,MHz
floorplanning,die_h,119,um
power,p_clk_share,38.8,%
routing,wire_per_inst,12.1,um
cells_and_area,biggestRegsByFlops,"Register x48",
cells_and_area,flop_area,970,sq um
critical_path,arrival,0.73,ns
critical_path,critPathSlowestCell,"dfxtp_2",
power,ir_drop,468,uV
routing,diodes,0,
clock_tree,cts_tree,"yes",
critical_path,max_stage_delay,0.32,ns
floorplanning,io_pins,98,
critical_path,critPathLaunch,"Register[5]$_DFF_P_",
cells_and_area,nFillCells,1068,
place,portBuffers,96,
power,p_leak,0.845,nW
clock_tree,clockRootBuffer,"clkbuf_8",
critical_path,crit_type,"flop to output pin",
status,status,"finished clean",
yosys,ys_seq_share,100,%
power,power.total,0.00376,W
critical_path,cp_top_family,"flip-flops",
power,p_sw_share,18.7,%
yosys,yosysWarningCount,1,
cells_and_area,regMostFlops,"Register",
routing,vias_per_cell,2.56,
min_path,hold_path.class,"input pin to flop",
cells_and_area,area_growth_syn_to_layout,106,%
timing,setup_tns,0,ns
timing,finalSetupViolCount,0,
floorplanning,dieArea,0.0142,sq mm
cells_and_area,layout_top_cell,"clkdlybuf4s50_1",
yosys,syn_inst,48,
cells_and_area,drive_above_1_share,41.4,%
cells_and_area,logic_area,0,sq um
routing,dr.pass1.iters,2,
power,powerDensity,1900,mW/mm^2
clock_tree,cts_setup_buffers,0,
timing,period_minus_slack,0.927,ns
timing,fin_ws,0.0733,ns
critical_path,crit_required,0.80,ns
power,p_sw,0.000703,W
yosys,ys_area,961,sq um
timing,finalCritPeriodShare,92.7,%
clock_tree,tritoncts.num_buffers,5,
global_route,grt_antenna_before_repair,0,
flow_run,cap_viol_max_count,0,
critical_path,start_kind,"flop",
yosys,ys_cells,48,
place,dpl_worst_slack,0.00543,ns
floorplanning,die_x,119,um
power,p_int,0.00306,W
yosys,syn_area_per_cell,20.0,sq um
yosys,synth_area,961,sq um
global_route,grt-ovfl-total,0,
timing,rsz0062_at_grt,"false",
yosys,synth_flops,48,
place,postPlaceCellArea,0.00209,sq mm
global_route,grt_pass1_wl,5130,um
clock_tree,cts_buffer_depth,2,
power,p_seq_share,54.2,%
cells_and_area,final_cell_mix,"clkdlybuf4s50_1 (48), dfxtp_1 (41), buf_2 (38)",
critical_path,crit_path_end_kind,"output pin",
clock_tree,cts_hold_buf,0,
power,combPwrFrac,7.1,%
clock_tree,cts_sinks,48,
timing,finalHoldViolations,0,
cells_and_area,fin_util,20.5,%
critical_path,crit_fanout,1,
timing,slew_viol_final,0,
floorplanning,initCoreUtil,9.97,%
timing,relSlewSlack,94.0,%
critical_path,crit_end,"ReadRata[5]",
floorplanning,core_area,0.00964,sq mm
cells_and_area,logic_gates,0,
routing,totalWireLength,3460,um
routing,vias,731,
==> worst min path at each step <==
stage,from,endpoint,slack [ns],cells past startpoint
final,WriteData[47],Register[47]$_DFF_P_,0.34,1
after global routing,WriteData[1],Register[1]$_DFF_P_,0.31,1
after CTS,WriteData[41],Register[41]$_DFF_P_,0.32,1
==> power by group through the flow <==
| stage | Sequential (W) | Clock [W] | Combinational (W) |
|---|---|---|---|
| after CTS | 0.00204 | 0.00154 | 0.000286 |
| after global routing | 0.00205 | 0.00162 | 0.000291 |
| final | 0.00204 | 0.00146 | 0.000266 |
==> cells by family (layout without fill, tap and decap cells) <==
group,count (synthesis),after routing,share of synthesized area [%]
buffers and inverters,0,104,0
DFF,48,48,100
==> through the flow <==
stage	hold WS (ns)	cells
2_1_floorplan	0.228	48
3_5_place_dp	0.652	277
4_1_cts	0.317	285
6_report	0.337	285
3_3_place_gp	0.650	277
5_1_grt	0.307	285
==> area by class of cell <==
type	count	area share (%)
Clock buffer	6	4.17
Clock inverter	2	1.96
Sequential cell	48	49.0
Tap cell	133	8.41
Timing Repair Buffer	96	36.4
==> synth_stat cells (all sizes together) <==
cell type	number	area (sq um)
dfxtp	48	961
==> what timing repair did <==
item,CTS,global route
gates resized,143,12
pin swaps,0,0
endpoints found under the setup margin,48,10
==> metal layers <==
metal	routed length [um]	part of all wire [%]	GRT usage [%]
met3	271	7.8	1.87
met5	0	0	0
met1	1190	34	4.68
met4	94	2.7	1.07
met2	1900	55	8.54
Power is estimated from default activity; no workload was simulated.
